--- design/flow/run.sh ---
#!/bin/bash
# OpenROAD 26Q1-2900-gdf79404cd8, Yosys 0.63+post, stock flow scripts
make -C /OpenROAD-flow-scripts/flow DESIGN_CONFIG=/design/flow/config.mk WORK_HOME=/design/flow/orfs finish
--- design/flow/config.mk ---
export PLATFORM = sky130hd
export DESIGN_NAME = PPA
export DESIGN_NICKNAME = PPA
export VERILOG_FILES = /design/flow/design.v
export SDC_FILE = /design/flow/constraint.sdc
export NUM_CORES = 4
export LEC_CHECK = 1
export CORE_AREA = 10 10 76 76
export DIE_AREA = 0 0 86 86
--- design/flow/constraint.sdc ---
current_design PPA

set clk_period 6.7
set clk_io_pct 0.2

create_clock -name clk0 -period $clk_period

set non_clock_inputs [all_inputs -no_clocks]
set_input_delay [expr $clk_period * $clk_io_pct] -clock clk0 $non_clock_inputs
set_output_delay [expr $clk_period * $clk_io_pct] -clock clk0 [all_outputs]
--- design/flow/design.v ---
module CUS_PLUS (
	input [0:0] g_high,
	input [0:0] g_low,
	input [0:0] p_high,
	input [0:0] p_low,
	output [0:0] alpha,
	output [0:0] beta   
);
assign alpha =  g_high | (p_high & g_low);
assign beta  =  p_high & p_low;
endmodule
module Carry_Generate(
	input [0:0] alpha,
	input [0:0] beta,
	input [0:0] c_in,
	output [0:0] c_out
);
assign c_out = alpha | ( beta & c_in );
endmodule
module PG_generate(
	input add_1,
	input add_2,
	output Propagate,
	output Generate
);
and and_1(Generate, add_1, add_2);
xor xor_1(Propagate,add_1,add_2);
endmodule
module PPA (
input [16:1] add_1,
input [16:1] add_2,
input c_in,
output [16:1] sum,
output [0:0] c_out    
);
wire [16:1] Generate;
wire [16:1] Propagate;
wire [16:1] stage_1_alpha;
wire [16:1] stage_1_beta;
wire [16:1] stage_2_alpha;
wire [16:1] stage_2_beta;
wire [16:1] stage_3_alpha;
wire [16:1] stage_3_beta;
wire [16:1] stage_4_alpha;
wire [16:1] stage_4_beta;
wire [16:1] stage_5_alpha;
wire [16:1] stage_5_beta;
wire [16:1] stage_6_alpha;
wire [16:1] stage_6_beta;
wire [16:1] stage_7_alpha;
wire [16:1] stage_7_beta;
wire [16:0] Carry;
assign Carry[0] = c_in;
assign c_out = Carry[16];
generate
	genvar i;
	for (i = 1; i <= 16; i = i + 1)
	begin:PG_GEN 
		PG_generate PG_generate_inst(.add_1(add_1[i]),.add_2(add_2[i]),.Generate(Generate[i]),.Propagate(Propagate[i]));
	end
endgenerate
generate
	genvar j;
	for (j = 1; j <= 16; j = j + 1)
	begin:STAGE_1_GEN
	if (j % 2 == 0) 
	    begin:STAGE_1_GEN
	        CUS_PLUS CUS_PLUS_inst(.g_high(Generate[j]),.p_high(Propagate[j]),.g_low(Generate[j-1]),.p_low(Propagate[j-1]),.alpha(stage_1_alpha[j]),.beta(stage_1_beta[j]));
	    end
	else 
	    begin:STAGE_1_GEN
	        assign stage_1_alpha[j] =  Generate[j];
	        assign stage_1_beta[j] = Propagate[j];
	    end
	end
endgenerate
generate
	genvar k;
	for (k = 1; k <= 16 ; k = k + 1)
	begin:STAGE_2_GEN
	if (k%4 == 0) 
	    begin:STAGE_2_GEN
	        CUS_PLUS CUS_PLUS_inst(.g_high(stage_1_alpha[k]),.p_high(stage_1_beta[k]),.g_low(stage_1_alpha[k-2]),.p_low(stage_1_beta[k-2]),.alpha(stage_2_alpha[k]),.beta(stage_2_beta[k]));
	    end
	else 
	    begin:STAGE_2_GEN
	        assign stage_2_alpha[k] = stage_1_alpha[k];
	        assign stage_2_beta[k] = stage_1_beta[k];
	    end
	end
endgenerate
generate
	genvar l;
	for (l = 1; l <= 16 ; l = l + 1)
	begin:STAGE_3_GEN
	if (l%8 == 0) 
	    begin:STAGE_3_GEN
	        CUS_PLUS CUS_PLUS_inst(.g_high(stage_2_alpha[l]),.p_high(stage_2_beta[l]),.g_low(stage_2_alpha[l-4]),.p_low(stage_2_beta[l-4]),.alpha(stage_3_alpha[l]),.beta(stage_3_beta[l]));
	    end
	else 
	    begin:STAGE_2_GEN
	        assign stage_3_alpha[l] = stage_2_alpha[l];
	        assign stage_3_beta[l] = stage_2_beta[l];
	    end
	end
endgenerate
generate
	genvar m;
	for (m = 1; m <= 16 ; m = m + 1)
	begin:STAGE_4_GEN
	if (m == 16) 
	    begin:STAGE_4_GEN
	        CUS_PLUS CUS_PLUS_inst(.g_high(stage_3_alpha[m]),.p_high(stage_3_beta[m]),.g_low(stage_3_alpha[m-8]),.p_low(stage_3_beta[m-8]),.alpha(stage_4_alpha[m]),.beta(stage_4_beta[m]));
	    end
	else if(m == 12) 
	    begin:STAGE_4_GEN
			CUS_PLUS CUS_PLUS_inst(.g_high(stage_3_alpha[m]),.p_high(stage_3_beta[m]),.g_low(stage_3_alpha[m-4]),.p_low(stage_3_beta[m-4]),.alpha(stage_4_alpha[m]),.beta(stage_4_beta[m]));
	    end
	else 
	    begin:STAGE_4_GEN
	        assign stage_4_alpha[m] = stage_3_alpha[m];
	        assign stage_4_beta[m] = stage_3_beta[m];	        
	    end
	end
endgenerate
generate
	genvar n;
	for (n = 1; n <= 16 ; n = n + 1)
	begin:STAGE_5_GEN
		if (n == 6 | n == 10 | n==14) 
		    begin:STAGE_5_GEN
		        CUS_PLUS CUS_PLUS_inst(.g_high(stage_4_alpha[n]),.p_high(stage_4_beta[n]),.g_low(stage_4_alpha[n-2]),.p_low(stage_4_beta[n-2]),.alpha(stage_5_alpha[n]),.beta(stage_5_beta[n]));
		    end
		else 
		    begin:STAGE_5_GEN
		        assign stage_5_alpha[n] = stage_4_alpha[n];
		        assign stage_5_beta[n] = stage_4_beta[n];
		    end
	end
endgenerate
generate
	genvar o;
	for (o = 1; o <= 16; o = o + 1)
	begin:STAGE_6_GEN
		if ((o%2 == 1) & (o != 1)) 
		    begin:STAGE_6_GEN
		        CUS_PLUS CUS_PLUS_inst(.g_high(stage_5_alpha[o]),.p_high(stage_5_beta[o]),.g_low(stage_5_alpha[o-1]),.p_low(stage_5_beta[o-1]),.alpha(stage_6_alpha[o]),.beta(stage_6_beta[o]));
		    end
		else 
		    begin:STAGE_6_GEN
		        assign stage_6_alpha[o] = stage_5_alpha[o];
		        assign stage_6_beta[o] = stage_5_beta[o];		        
		    end
	end
endgenerate
generate
	genvar p;
	for (p = 1; p <= 16 ; p = p + 1)
	begin:CARRY_GEN 
		Carry_Generate Carry_Generate_inst(.alpha(stage_6_alpha[p]),.beta(stage_6_beta[p]),.c_in(Carry[p-1]),.c_out(Carry[p]));
	end
endgenerate
generate
	genvar q;
	for (q = 1; q <= 16; q = q + 1)
	begin:SUM_GEN 
		SUM_generate SUM_generate_inst(.Propagate(Propagate[q]),.c_in(Carry[q-1]),.Sum(sum[q]));
	end
endgenerate
endmodule
module SUM_generate(
	input [0:0] Propagate,
	input [0:0] c_in,
	output [0:0] Sum
);
xor xor_1(Sum, Propagate, c_in);
endmodule
==> impl_metrics.toml <==
# implementation run metrics
[final_timing]
clock.fmax_mhz = 187
rsz0062_at_grt = "false"
fin_crit_ps = 5360
finalClockPeriodUsage_pct = 80.0
hold_viol_final = 0
slew_headroom_pct = 77.5
setup_viol = 0
final.setup.worst_slack_ps = 1340
holdWs_ps = 3720
finalMaxSlewViolations = 0
setup_tns_ps = 0
max_slew.worst_pin.slew_ps = 337

[layout]
seq_cells = 0
synthToLayoutAreaGrowth_pct = 50.8
flop_area_um2 = 0
n_fill_cell = 442
mi_logic_area_um2 = 722
layout_top_cell = "clkdlybuf4s50_1"
drive_gt1_share_pct = 2.78
final_cell_mix = "50 x clkdlybuf4s50_1, 16 x ha_1, 9 x a21oi_1, 8 x nand2_1, 8 x xnor2_1"
n_clock_buffer = 0

[logic_synthesis]
yosysCellCount = 111
syn_area_per_cell_um2 = 7.79
syn-instance-count = 111
synthDistinctLibCells = 35
syn_area_um2 = 865
ys_seq_share_pct = 0
synth_chip_area_um2 = 865
synth_warnings = 0

[cts]
post-cts-setup-buffers = 0
ctsHoldBuffers = 0
cts_resized = 0

[pwr]
powerDensity_nw_per_um2 = 96.4
leakage_nw = 0.544
vdd_drop_max_v = 0.0000307

[placed_design]
post-dp-hpwl_um = 2180
dpl_worst_slack_ps = 1330
gp_congestion = 0.823
portBuffers = 50

[critical_path]
path_class = "input pin to output port"
start_kind = "input pin"
cp.required_ps = 5360
critical_path.max_fanout = 3
critPathCaptureType = "output port"
cp.arrival_ps = 4020

[run_status]
status = "complete, no violations"

[flow_run]
maxCapViolCount = 0
warnings = 32

[global_routing]
antenna_found_initial = 0
grt_pass1_wl_um = 3660
gr-total-overflow = 0
first_global_vias = 830
grt_max_degree = 9
grt.total_usage_pct = 5.80

[floorplanning]
fp_util_pct = 21.0
die_w_um = 86
chipArea_um2 = 7400
pin_count = 50
rows = 23
core_um2 = 4120
die_y_um = 86

[routing]
wl_per_cell_um = 12.2
vias = 853
ant_nets = 0
dr.pass1.iters = 4
drt_wl_total_um = 2360
drc = 0
viasPerCell = 4.40
drtIter0Drc = 45
antenna_cells = 0

[worst_hold_path]
hold_path_class = "input pin to output port"
-- where the power goes --
group	switching, mW	leakage, nW	total [mW]	internal, mW
clock network	0	0	0	0
logic	0.0435	0.544	0.126	0.0822
registers	0	0	0	0
-- kinds of logic (layout without fill, tap and decap cells) --
group / Yosys count / in the layout / synth area share (%)
fa+ha+maj: 17 / 17 / 25.5
compound gates: 36 / 36 / 28.9
buf+inv: 22 / 55 / 16.5
simple gates: 21 / 21 / 13.9
xor+xnor: 15 / 15 / 15.2
-- final cells by class --
cell class	count	share of cell area (%)
Inverter	5	1.44
Timing Repair Buffer	50	38.4
Tap cell	50	4.80
Multi-Input combinational cell	89	55.4
-- metrics by stage --
step	area [um^2]	instances	util, %	total power [mW]
finish	1300	194	31.7	0.126
global route	1300	194	31.7	0.141
CTS	1300	194	31.7	0.129
detailed placement	1300	194	31.7	0.128
global placement	1300	194	31.7	0.129
floorplan	865	111	-	0.0822
-- synth_stat cells (2+ instances only) --
| master | count | area, um^2 |
|---|---|---|
| a21oi_1 | 9 | 45.0 |
| xor2_1 | 7 | 61.3 |
| o211ai_1 | 2 | 15.0 |
| o21ai_0 | 2 | 10.0 |
| nand3_1 | 2 | 10.0 |
| o21bai_1 | 2 | 15.0 |
| nor2_1 | 3 | 11.3 |
| buf_4 | 16 | 120 |
| o21ai_1 | 5 | 25.0 |
| nand2_1 | 8 | 30.0 |
| a31oi_1 | 2 | 12.5 |
| ha_1 | 16 | 200 |
| inv_1 | 5 | 18.8 |
| a21o_1 | 4 | 30.0 |
| xnor2_1 | 8 | 70.1 |
-- routing by layer --
layer | track usage [%] | wire length, um
met5 | 0 | 0
met1 | 8.25 | 1110
met3 | 1.81 | 222
met2 | 8.86 | 1030
met4 | 0 | 0
-- critical path: stages --
cell and delay [ps]:
clkdlybuf4s50_1 480, inv_1 60, fa_1 470, nor4b_4 160, a211oi_2 340, a2111oi_2 130, o2111ai_1 210, a31o_1 200
xor2_1 140, clkdlybuf4s50_1 480
-- final timing paths --
kind	slack, ps	to	cells past startpoint	start
worst max-delay path	1340	sum[16]	10	add_1[1]
worst min-delay path	3720	sum[1]	5	c_in
Power and IR drop assume default switching activity.
