--- flow/run.sh ---
#!/bin/bash
# OpenROAD 26Q1-2900-gdf79404cd8, Yosys 0.63+post, stock flow scripts
make -C /OpenROAD-flow-scripts/flow DESIGN_CONFIG=/design/flow/config.mk WORK_HOME=/design/flow/orfs finish
--- flow/config.mk ---
export PLATFORM = sky130hd
export DESIGN_NAME = FIR_4TAP
export DESIGN_NICKNAME = FIR_4TAP
export VERILOG_FILES = /design/flow/design.v
export SDC_FILE = /design/flow/constraint.sdc
export NUM_CORES = 4
export LEC_CHECK = 1
export CORE_UTILIZATION = 40
--- flow/constraint.sdc ---
current_design FIR_4TAP

set clk_period 7.0
set clk_io_pct 0.2

create_clock -name clk0 -period $clk_period [get_ports {clk}]

set non_clock_inputs [all_inputs -no_clocks]
set_input_delay [expr $clk_period * $clk_io_pct] -clock clk0 $non_clock_inputs
set_output_delay [expr $clk_period * $clk_io_pct] -clock clk0 [all_outputs]
--- flow/design.v ---
module  FIR_4TAP(
	input clk,
	input rst_n, 
	input [15:0] data_in, 
	input enable, 
	output [17:0] data_out, 
	output calculation_done 
);
localparam
h_0 =  16'd1,
h_1 =  16'd2,
h_2 =  16'd2,
h_3 = 16'd3; 
reg [15:0] data_reg_3;
reg [15:0] data_reg_2;
reg [15:0] data_reg_1;
reg [15:0] data_reg_0;
reg mul_stage, add_1_stage, add_2_stage, output_stage;
always @ (posedge clk or negedge rst_n)
    begin
        if(!rst_n)
        	begin
        		mul_stage <= 1'b0;
        		add_1_stage <= 1'b0;
        		add_2_stage <= 1'b0;
			output_stage <= 1'b0;
        	end
        else
        	begin
        		mul_stage <= enable;
        		add_1_stage <= mul_stage;
        		add_2_stage <= add_1_stage;
        		output_stage <= add_2_stage;
        	end
    end
always @ (posedge clk or negedge rst_n)
    begin
        if(!rst_n)
        	begin
        		data_reg_0 <= 0;
        		data_reg_1 <= 0;
        		data_reg_2 <= 0;
        		data_reg_3 <= 0;
        	end
        else
        	begin
        		if (enable) 
        		    begin
        		        data_reg_0 <=  data_in;
        		        data_reg_1 <= data_reg_0;
        		        data_reg_2 <= data_reg_1;
        		        data_reg_3 <= data_reg_2;
        		    end
        		else 
        		    begin
        		        data_reg_0 <= data_reg_0;
        		        data_reg_1 <= data_reg_1;
        		        data_reg_2 <= data_reg_2;
        		        data_reg_3 <= data_reg_3;
        		    end
        	end
    end
reg [15:0] multiplication_0;
reg [15:0] multiplication_1;
reg [15:0] multiplication_2;
reg [15:0] multiplication_3;
always @ (posedge clk or negedge rst_n)
    begin
        if(!rst_n)
        	begin
        		multiplication_0 <= 0;
        		multiplication_1 <= 0;
        		multiplication_2 <= 0;
        		multiplication_3 <= 0;
        	end
        else
        	begin
        		if(mul_stage)
        			begin 
        				multiplication_0 <= h_0 * data_reg_0;
        				multiplication_1 <= h_1 * data_reg_1;
        				multiplication_2 <= h_2 * data_reg_2;
        				multiplication_3 <= h_3 * data_reg_3;
        			end
        		else 
        		    begin
        		        multiplication_0 <= multiplication_0;
        		        multiplication_1 <= multiplication_1;
        		        multiplication_2 <= multiplication_2;
        		        multiplication_3 <= multiplication_3;
        		    end
        	end
    end
reg [16:0] sum_1;
reg [16:0] sum_2; 
always @ (posedge clk or negedge rst_n)
    begin
        if(!rst_n)
        	begin
        		sum_1 <= 0;
        		sum_2 <= 0;
        	end
        else
        	begin
        		if (add_1_stage) 
        		    begin
        		        sum_1 <= multiplication_0 + multiplication_1;
        				sum_2 <= multiplication_2 + multiplication_3; 
        		    end
        		else 
        		    begin
        		        sum_1 <= sum_1;
        		        sum_2 <= sum_2;
        		    end
        	end
    end
  reg [17:0] result; 
  always @ (posedge clk or negedge rst_n)
      begin
          if(!rst_n)
          	begin
          		result <= 0;
          	end
          else
          	begin
          		if (add_2_stage) 
          		    begin
          		        result <= sum_2 + sum_1;
          		    end
          		else 
          		    begin
          		        result <= result;
          		    end
          	end
      end
      assign data_out = result; 
      assign calculation_done = output_stage;
endmodule
==> results.cfg <==
; yosys + openroad results
[detailed_routing]
drtPass1Iterations = 4
top_layer_used = met4
routed-via-count = 6178
drt-initial-drc-count = 304
antenna_left = 0
wirelength_um = 18500
wl_met2_um = 8000
routed_via_density = 5.32
wl_per_cell_um = 15.9
wl_met1_um = 9520
route.met3.wl_um = 669
drcViolationCount = 0
diodes = 0

[worst_setup_path]
worstPathMaxFanout = 4
worstSetupStartpoint = data_reg_3[1]
reg2reg_depth = 8
reg2reg_from = data_reg_3[1]
arrival_ps = 3040
r2r_end = multiplication_3[11]
reg2reg_slack_ps = 4280
cp-end-kind = flop
cp-start-kind = flop
worstPathRequired_ps = 7310
setup.worst_path.class = reg -> reg

[layout]
fillCellCount = 2157
fin_util_pct = 46.1
mostFrequentLayoutCell = dfrtp_1
drive_above_1_share_pct = 23.5
area_delta_synth_final_pct = 13.3
lay_top_cells = 181 x dfrtp_1, 149 x mux2_2, 61 x ha_1, 40 x nor2_1, 38 x a21oi_1
final_cell_area_mm2 = 0.0108

[clocking]
clk_latency_ps = 430
hold_buffers = 0
clock_tree.root_cell = clkbuf_16
postCtsSetupBuffers = 0
cts_buffers = 17
clkTransAtPathRegs_ps = 70
numClockSinks = 182
htree_num_levels = 4
cts_resized = 0
cts_tree = built
clockBufferDepth = 2

[power_and_ir_drop]
power_frac_comb_pct = 46.1
p_int_uw = 3000
p_leak_uw = 0.00463
total_power_uw = 4770
p_sw_share_pct = 37.0
clkPwrFrac_pct = 20.5
seqPwrFrac_pct = 33.3
ir_worst_vdd_uv = 203
p_switching_uw = 1760
p_per_area_mw_per_mm2 = 442

[sta]
post-route-period-util_pct = 38.9
worstMarginPinSlew_ps = 776
rsz0062_at_grt = no
hold_viol = 0
fmax_mhz = 367
tns_ps = 0
slew_headroom_pct = 48.3
drv_slew = 0
fin_crit_ps = 2720
finalSetupViolations = 0
fin_worst_skew_ps = 10.3

[synthesis]
yosysWarningCount = 1
synth.avg_cell_area_um2 = 11.9
ys_cells = 803
yosys.area.top_type = dfrtp_1
ys_top_cells_by_area = dfrtp_1 48%, mux2_2 18%, ha_1 8.0%
synth-edff-count = 0
async_flop_share_pct = 100
yosys.stat.seqShare_pct = 47.8
yosys_most_used_dff = dfrtp_1
ys_area_mm2 = 0.00952
ys_ff = 182
synth.distinct_cells = 64
netlist_instances = 803
top_cell_area_share_pct = 47.8
syn_area_mm2 = 0.00952

[run]
cap_viol_max_count = 0
warnings = 25

[die]
num_rows = 56
core-area_mm2 = 0.0234
chip_area_mm2 = 0.0244
fp_util_pct = 40.7
die_w_um = 156
die_h_um = 156
io_pins = 38

[placed_design]
gp_congestion = 0.894
place_hpwl_um = 13300
numPortBuffers = 37
place_area_mm2 = 0.0102

[grt]
overflow = 0
grt_pass1_wl_um = 31900
grt_usage_pct = 17.2
antenna_found_initial = 0
grt_start_max_net_pins = 89
grt_pass1_vias = 6146

[min_path]
whs_endpoint = sum_2[5]
hold_path_class = reg -> reg
min_from = sum_2[5]
hold_depth = 1

[outcome]
status = completed
## final cells by class
| type | count | area, µm² | area share (%) |
|---|---|---|---|
| Clock buffer | 17 | 425 | 3.94 |
| Clock inverter | 14 | 188 | 1.74 |
| Inverter | 12 | 45.0 | 0.418 |
| Multi-Input combinational cell | 576 | 4760 | 44.2 |
| Sequential cell | 182 | 4560 | 42.2 |
| Tap cell | 319 | 399 | 3.70 |
| Timing Repair Buffer | 42 | 407 | 3.77 |
## worst max-delay path, stage by stage (launching register included)
cell and delay, ps:
dfrtp_1 430, ha_1 240, fa_1 430, a211oi_1 350, o21ai_0 160, a31oi_1 420, o21ai_0 160, xor2_1 160
mux2_2 260
## how the worst max path moves through the flow
stage	end	slack [ps]	depth (start not counted)
after global routing	multiplication_3[11]	4120	8
final	multiplication_3[11]	4280	8
after CTS	multiplication_3[11]	4260	8
## cells in the mapped netlist (11+ instances only)
cell type	n
a211oi_1	17
a21o_1	27
a21oi_1	38
clkbuf_1	27
dfrtp_1	182
ha_1	61
inv_1	12
mux2_2	149
nand2_1	36
nand3_1	18
nor2_1	40
nor3_1	13
o21ai_0	33
xnor2_1	27
xor2_1	11
## kinds of logic (layout without fill, tap and decap cells)
family                   after synthesis  in the layout  share of synthesized area, %
AND-OR/OR-AND                        172            172                          12.1
XOR/XNOR                              38             38                          3.50
adder cells (fa/ha/maj)               65             65                          8.86
buffers and inverters                 45             85                          2.13
flip-flops                           182            182                          47.8
multiplexers                         152            152                          18.0
AND/OR/NAND/NOR                      149            149                          7.61
## per-stage QoR
stage,hold WS [ps],worst slack [ps],instances
global route,515,4120,1162
finish,486,4280,1162
global placement,468,3970,1131
CTS,493,4260,1162
floorplan,352,4480,803
detailed placement,477,3960,1131
## state kept, by name, summed over array words and instances (netlist names), 16 cells and up
name	flops
data_reg_0	16
data_reg_1	16
data_reg_2	16
data_reg_3	16
multiplication_0	16
multiplication_3	16
result	18
sum_1	17
sum_2	17
## routing by layer
metal  GRT usage [%]  vias to the layer above
li1                -                     3045
met1            28.6                     3043
met2            24.9                       76
met3            3.16                       14
met4            2.24                        0
met5               0                        -
## power groups by stage
stage | sequential (µW) | clock (µW) | combinational (µW)
CTS | 1600 | 1010 | 2210
global route | 1640 | 1050 | 2480
finish | 1590 | 980 | 2200
Power figures rest on the tool's default switching activity, not on a simulated workload.
